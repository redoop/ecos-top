File: config.mk
export PLATFORM = sky130hd
export DESIGN_NAME = hardcoded_uart_loader
export DESIGN_NICKNAME = hardcoded_uart_loader
export VERILOG_FILES = /design/flow/design.v
export SDC_FILE = /design/flow/constraint.sdc
export NUM_CORES = 4
export LEC_CHECK = 1
export CORE_UTILIZATION = 30
File: constraint.sdc
current_design hardcoded_uart_loader

set clk_period 4.6
set clk_io_pct 0.2

create_clock -name clk0 -period $clk_period [get_ports {clk}]

set non_clock_inputs [all_inputs -no_clocks]
set_input_delay [expr $clk_period * $clk_io_pct] -clock clk0 $non_clock_inputs
set_output_delay [expr $clk_period * $clk_io_pct] -clock clk0 [all_outputs]
File: design.v
module hardcoded_uart_loader(
    input wire clk,
    input wire rst_n,
    input wire uart_rx,
    output reg uart_tx,
    output reg [31:0] ram_addr,
    output reg [31:0] ram_wdata,
    output reg ram_wen,
    output reg cpu_start
);
reg [2:0] rx_state;
reg [3:0] bit_count;
reg [7:0] rx_data;
reg [31:0] load_addr;
reg [31:0] word_buffer;
reg [1:0] byte_count;
always @(posedge clk or negedge rst_n) begin
    if(!rst_n) begin
        rx_state <= 0;
        bit_count <= 0;
        load_addr <= 32'h10000;
        byte_count <= 0;
        ram_wen <= 0;
        cpu_start <= 0;
    end else begin
        case(rx_state)
            0: if(!uart_rx) rx_state <= 1;  
            1: begin  
                if(bit_count < 8) begin
                    rx_data[bit_count] <= uart_rx;
                    bit_count <= bit_count + 1;
                end else begin
                    rx_state <= 2;
                    bit_count <= 0;
                end
            end
            2: begin  
                rx_state <= 0;
                case(byte_count)
                    0: word_buffer[7:0] <= rx_data;
                    1: word_buffer[15:8] <= rx_data;
                    2: word_buffer[23:16] <= rx_data;
                    3: begin
                        word_buffer[31:24] <= rx_data;
                        ram_addr <= load_addr;
                        ram_wdata <= {rx_data, word_buffer[23:0]};
                        ram_wen <= 1;
                        load_addr <= load_addr + 4;
                        if({rx_data, word_buffer[23:0]} == 32'hDEADBEEF) begin
                            cpu_start <= 1;  
                        end
                    end
                endcase
                byte_count <= byte_count + 1;
                if(ram_wen) ram_wen <= 0;
            end
        endcase
    end
end
endmodule
File: run.sh
#!/bin/bash
# OpenROAD 26Q1-2900-gdf79404cd8, Yosys 0.63+post, stock flow scripts
make -C /OpenROAD-flow-scripts/flow DESIGN_CONFIG=/design/flow/config.mk WORK_HOME=/design/flow/orfs finish
==> run summary <==
Physical implementation status

Entering global routing, the biggest net connects 56 pins. The critical path is of the input port to register type. The post-synthesis area per instance stands at between 15 and 20 um2.

The core utilization of the finished layout stands at a little over 40%. Buffers inserted to repair hold after CTS numbered 0. Of the total synthesized cell area, the portion taken by AND-OR and OR-AND cells is ~3%. For this design, the slowest cell found on the critical path is sky130_fd_sc_hd__buf_4. The post-synthesis register bit count stands at roughly 140. The number of global-route vias before repair stands at around 2800.

Power spread over the standard cell area amounts to between 400 and 500 mW/mm2. Of the total power, registers draw roughly 45%. Yosys reports a chip area of around 0.0051 mm2. The number of gates resized after cts stands at 0.

After detailed routing, the number of remaining DRC violations is 0. The synthesis run identifies the leading combinational cell family as simple AND/OR/NAND/NOR gates. In the global route stage, met3 resource usage came out at 3.63%.

The worst path buffer plus inverter count stands at 4. The leakage power of the design stands at roughly 0.0025 uW. The largest single stage delay on the critical path is 580 ps. The wire length of the first global-routing pass stands at 14600 um. The headroom to the max-slew limit stands at between 50% and 60%. For this run, the leading register cell type out of synthesis is sky130_fd_sc_hd__edfxtp_1. Measured along the y axis, the die boundary spans 133 um. In this run the critical path is formed by buf_2 > buf_4 > inv_1 > nor2_4 > buf_4. The clock passes through at most 2 buffers. The post-route netlist has a little over an eighth of its cells at a drive strength greater than 1. The number of antenna violations at the first check in global routing stands at 0. The post-synthesis cell count stands at 310. The floorplan die width stands at approximately 130 um. Summing all multi-input logic gate instances after layout gives around 0.0012 mm2. The kind of cell with the highest combined delay along the critical path is buffers and inverters. The share of flip-flops with an asynchronous set or reset after synthesis stands at between 30% and 40%. The overall die area stands at approximately 0.018 mm2. The final route contains approximately 2800 vias.

Of the total synthesized cell area, the portion taken by full adders, half adders and majority gates is ~2.4%. The post-route clock period utilization stands at 55.1%. TritonCTS built the clock tree.

Setup total negative slack on the finished layout was measured at 0 ps. Global routing consumed, on the met2 layer, 17.1% of the routing resources. The fraction of met1 tracks used by global routing stands at around 16%. Setup repair after global routing left no endpoint under its margin. The overflow left after global routing stands at 0. The transition time at the pin with the least slew margin stands at ~730 ps.

The area share of the leading cell type in the synthesized netlist stands at around 55%. The post-detailed-route count of antenna-violating nets stands at 0. The number of buffers added by the clock tree synthesis step stands at 17.

After Yosys synthesis, XOR and XNOR cells account for around 5.1% of the synthesized area. Per the power-grid run, VDD falls by no more than approximately 0.00026 V. The reported net switching power stands at a little under 800 uW. The achievable frequency stands at a little under 400 MHz. The H-tree generated during clock tree synthesis spans 4 levels. The register share after synthesis stands at 75.1%. The global placer's final weighted congestion stands at 0.768. The part of the power in the clock network stands at ~44%. Per the synthesis report, the number of distinct cell types is approximately 49.

The number of top-level design ports stands at about 70. In the final report, the number of pins over their slew limit comes to 0. In this run, the synthesized area fraction spent on and/or/nand/nor cells is recorded as ~11%.

The final hold violation count recorded for this run is 0. The clock transition at the register clock pins on the worst setup and hold paths after CTS stands at 60 ps. Of the post-synthesis cell area, the part taken by muxes is about 1.3%. The count of routing violations after the opening detailed-route iteration stands at approximately 220. The synthesized design contains about 94 enable-type register cells. For this run, the number of Yosys warnings is 2. The count of final setup violators stands at 0. The detail-routed net length per standard cell stands at 14.1 um. The global router's overall resource usage stands at 11.0%.

According to the hold report, the worst path is of the register to register type. The switching power as a share of total power stands at a little under a quarter. The worst setup path is captured at a register. Looking at the clock tree report, the root buffer type is sky130_fd_sc_hd__clkbuf_16. Clock tree synthesis found a total of between 100 and 150 sinks. The detailed router reported a total wirelength of about 9000 um. The flip-flop and latch area stands at slightly below 0.004 mm2.

After synthesis the cells add up to ~0.0051 mm2. The internal portion of total power stands at 2520 uW. The layer flagged by global routing as most heavily used is met2. The required time reported for the critical path endpoint stands at between 4000 and 5000 ps.

Fill cells in the final layout number roughly 1500. Across all stage logs, warnings added up to 32. The insertion delay at the late pin of the worst-skew pair stands at 410 ps. In this run the layout overhead on the synthesized area is reported as 30.7%. STA classifies the critical path startpoint as an input port. The initial cell density of the core stands at a little under a third.

The number of buffers added on ports stands at 66. The area inside the core boundary stands at approximately 0.017 mm2. The main area contributors are sky130_fd_sc_hd__edfxtp_1 55%, sky130_fd_sc_hd__dfrtp_1 19%, sky130_fd_sc_hd__xnor2_1 4.3%.

The number of setup buffers added after CTS stands at 0. The arrival time reported for the critical path endpoint stands at about 2600 ps. The share of total power dissipated in combinational logic is 11.2%. The placed wire-length estimate stands at 5910 um. The number of cell rows stands at 47.

The shortest period the worst path allows stands at roughly 2500 ps. Per the timing report, the biggest fanout along the worst path comes to between 50 and 60. The setup skew after layout stands at slightly below 7 ps. The number of standard cells reported by yosys stands at slightly above 300. For this run, the detailed router reports a per-instance via density of around 4.4. The antenna diode count stands at 0. The largest total area in the synthesized netlist belongs to sky130_fd_sc_hd__edfxtp_1. The flow ran to the end, and the final reports show no timing, DRC or antenna violations.

The most numerous cell type found on the critical path is sky130_fd_sc_hd__buf_4. The number of max-capacitance violations reported stands at 0. The number of search-and-repair iterations in the first detailed-routing pass stands at 6.
[layer usage]
metal  wire, um  vias up
li1           -     1323
met1       3980     1353
met2       4280       66
met3        464       10
met4        113        0
met5          0        -
[placed cells by master (no fill, tap or decap), types with 2 or more instances in the layout]
master,count
sky130_fd_sc_hd__o2bb2ai_1,2
sky130_fd_sc_hd__inv_6,2
sky130_fd_sc_hd__nand3_1,14
sky130_fd_sc_hd__o21ai_0,3
sky130_fd_sc_hd__clkbuf_16,17
sky130_fd_sc_hd__mux2_2,3
sky130_fd_sc_hd__nor2_1,6
sky130_fd_sc_hd__clkinvlp_4,2
sky130_fd_sc_hd__nor4_1,4
sky130_fd_sc_hd__clkinv_4,4
sky130_fd_sc_hd__and3_1,7
sky130_fd_sc_hd__nand3_2,2
sky130_fd_sc_hd__nand2_1,17
sky130_fd_sc_hd__clkdlybuf4s50_1,65
sky130_fd_sc_hd__edfxtp_1,94
sky130_fd_sc_hd__a32o_1,2
sky130_fd_sc_hd__nor3_1,5
sky130_fd_sc_hd__nand4_1,13
sky130_fd_sc_hd__dfstp_2,2
sky130_fd_sc_hd__nand2b_1,3
sky130_fd_sc_hd__inv_1,11
sky130_fd_sc_hd__mux2i_1,2
sky130_fd_sc_hd__nand3b_1,2
sky130_fd_sc_hd__xor2_1,5
sky130_fd_sc_hd__nand4b_1,6
sky130_fd_sc_hd__bufinv_16,5
sky130_fd_sc_hd__dfrtp_1,39
sky130_fd_sc_hd__and2_1,3
sky130_fd_sc_hd__conb_1,3
sky130_fd_sc_hd__ha_1,10
sky130_fd_sc_hd__xnor2_1,25
sky130_fd_sc_hd__buf_4,3
[state kept, by name, indices dropped and copies added, names as in the netlist]
name and cells:
bit_count 4, byte_count 2, cpu_start 1, load_addr 30, ram_addr 30, ram_wdata 32, ram_wen 1, rx_data 8
rx_state 3, word_buffer 24
[power by group through the flow]
stage	Combinational [uW]	Sequential (uW)	Clock, uW
global route	420	1500	1540
CTS	373	1490	1490
finish	370	1490	1460
[cell usage after synthesis, drive strengths merged, types with 6 or more instances]
cell    count
nand3      16
buf         6
ha         10
xnor2      25
nor2        7
dfrtp      39
and3        8
nand2      18
nor3        6
edfxtp     94
inv        11
nand4b      6
nand4      13
[worst paths after layout]
| check | slack, ps | cells past startpoint | to | start |
|---|---|---|---|---|
| worst max-delay path | 2070 | 5 | ram_wdata[24]$_DFFE_PP_ | rst_n |
| worst min-delay path | 440 | 0 | ram_wdata[8]$_DFFE_PP_ | word_buffer[8]$_DFFE_PP_ |
| worst max register to register | 2300 | 6 | rx_data[5]$_DFFE_PP_ | bit_count[0]$_DFFE_PN0P_ |
| worst min register to register | 440 | 0 | ram_wdata[8]$_DFFE_PP_ | word_buffer[8]$_DFFE_PP_ |
| max in group asynchronous | 3620 | 2 | load_addr[16]$_DFFE_PN1P_ | rst_n |
| min in group asynchronous | 590 | 2 | load_addr[20]$_DFFE_PN0P_ | rst_n |
[area by class of cell]
cell class | instances | share of cell area, %
clock buffers | 17 | 6.35
clock inverters | 15 | 3.38
inverters | 11 | 0.616
multi-input cells | 159 | 18.0
flip-flops and latches | 135 | 57.4
well taps | 220 | 4.11
repair buffers | 69 | 10.1
[cell families (layout without fill, tap and decap cells)]
logic type,count (synthesis),count (layout)
xor+xnor,30,30
flops,135,135
simple gates,94,94
other cells,1,3
mux,6,6
compound gates,16,16
fa+ha+maj,10,10
buf+inv,18,112
[stage by stage]
stage	total power, uW	hold slack, ps	cells	instance area, um2	worst slack [ps]
finish	3310	435	626	6700	2070
global route	3460	452	626	6700	1840
CTS	3350	443	626	6700	2020
detailed placement	1880	430	594	6050	1580
global placement	1870	430	594	6050	1640
floorplan	1770	417	312	5140	570
Power and IR drop assume default switching activity.
