===== flow/run.sh =====
#!/bin/bash
# OpenROAD 26Q1-2900-gdf79404cd8, Yosys 0.63+post, stock flow scripts
make -C /OpenROAD-flow-scripts/flow DESIGN_CONFIG=/design/flow/config.mk WORK_HOME=/design/flow/orfs finish

===== flow/config.mk =====
export PLATFORM = sky130hd
export DESIGN_NAME = clk_int_div_simple
export DESIGN_NICKNAME = clk_int_div_simple
export VERILOG_FILES = /design/flow/design.v
export SDC_FILE = /design/flow/constraint.sdc
export NUM_CORES = 4
export LEC_CHECK = 1
export CORE_UTILIZATION = 30

===== flow/constraint.sdc =====
current_design clk_int_div_simple

set clk_period 10.3
set clk_io_pct 0.2

create_clock -name clk0 -period $clk_period [get_ports {clk_i}]

set non_clock_inputs [all_inputs -no_clocks]
set_input_delay [expr $clk_period * $clk_io_pct] -clock clk0 $non_clock_inputs
set_output_delay [expr $clk_period * $clk_io_pct] -clock clk0 [all_outputs]

===== flow/design.v =====
module clk_int_even_div_static #(
    parameter int DIV_VALUE_WIDTH = 2
) (
    input  logic clk_i,
    input  logic rst_n_i,
    output logic clk_o
);
  logic [DIV_VALUE_WIDTH-1:0] s_cnt_d, s_cnt_q;
  logic s_clk_d, s_clk_q;
  assign s_cnt_d = s_cnt_q + 1'b1;
  dffr #(DIV_VALUE_WIDTH) u_cnt_dffr (
      clk_i,
      rst_n_i,
      s_cnt_d,
      s_cnt_q
  );
  assign s_clk_d = s_cnt_q[DIV_VALUE_WIDTH-1];
  dffr #(1) u_clk_dffr (
      clk_i,
      rst_n_i,
      s_clk_d,
      s_clk_q
  );
  assign clk_o = s_clk_q;
endmodule
module clk_int_odd_div_static #(
    parameter int DIV_VALUE = 3
) (
    input  logic clk_i,
    input  logic rst_n_i,
    output logic clk_o
);
  localparam int DIV_VALUE_WIDTH = $clog2(DIV_VALUE) + 1;
  logic [DIV_VALUE_WIDTH-1:0] s_cnt_d, s_cnt_q;
  logic s_clk1_d, s_clk1_q, s_clk2_d, s_clk2_q;
  always_comb begin
    s_cnt_d = s_cnt_q + 1'b1;
    if (s_cnt_q == DIV_VALUE - 1) begin
      s_cnt_d = '0;
    end
  end
  dffr #(DIV_VALUE_WIDTH) u_cnt_dffr (
      clk_i,
      rst_n_i,
      s_cnt_d,
      s_cnt_q
  );
  always_comb begin
    s_clk1_d = s_clk1_q;
    if (s_cnt_q == (DIV_VALUE - 1) / 2 - 1) begin
      s_clk1_d = ~s_clk1_q;
    end
  end
  dffr #(1) u_clk1_dffr (
      clk_i,
      rst_n_i,
      s_clk1_d,
      s_clk1_q
  );
  always_comb begin
    s_clk2_d = s_clk2_q;
    if (s_cnt_q == DIV_VALUE - 1) begin
      s_clk2_d = ~s_clk2_q;
    end
  end
  ndffr #(1) u_clk_ndffr (
      clk_i,
      rst_n_i,
      s_clk2_d,
      s_clk2_q
  );
  clk_xor2 u_clk_xor2 (
      s_clk1_q,
      s_clk2_q,
      clk_o
  );
endmodule
module clk_int_div_simple #(
    parameter int DIV_VALUE_WIDTH  = 32,
    parameter int DONE_DELAY_WIDTH = 3
) (
    input  logic                       clk_i,
    input  logic                       rst_n_i,
    input  logic [DIV_VALUE_WIDTH-1:0] div_i,
    input  logic                       clk_init_i,
    input  logic                       div_valid_i,
    output logic                       div_ready_o,
    output logic                       div_done_o,
    output logic [DIV_VALUE_WIDTH-1:0] clk_cnt_o,
    output logic                       clk_fir_trg_o,
    output logic                       clk_sec_trg_o,
    output logic                       clk_o
);
  logic [DIV_VALUE_WIDTH-1:0] s_cnt_d, s_cnt_q;
  logic [DONE_DELAY_WIDTH-1:0] s_div_done_d, s_div_done_q;
  logic s_clk_d, s_clk_q;
  logic div_hdshk;
  assign div_ready_o   = 1'b1;
  assign div_hdshk     = div_valid_i & div_ready_o;
  assign clk_cnt_o     = s_cnt_q;
  assign clk_fir_trg_o = div_i == '0 ? '0 : s_cnt_q == (div_i - 1) / 2;
  assign clk_sec_trg_o = s_cnt_q == div_i;
  always_comb begin
    s_cnt_d = s_cnt_q + 1'b1;
    if (div_hdshk || div_i == '0) s_cnt_d = '0;
    else if (clk_sec_trg_o) s_cnt_d = '0;
  end
  dffr #(DIV_VALUE_WIDTH) u_cnt_dffr (
      clk_i,
      rst_n_i,
      s_cnt_d,
      s_cnt_q
  );
  assign clk_o = div_i == '0 ? clk_i : s_clk_q;
  always_comb begin
    if (div_hdshk) s_clk_d = clk_init_i;
    else if (clk_fir_trg_o || clk_sec_trg_o) s_clk_d = ~s_clk_q;
    else s_clk_d = s_clk_q;
  end
  dffr #(1) u_clk_dffr (
      clk_i,
      rst_n_i,
      s_clk_d,
      s_clk_q
  );
  assign div_done_o = s_div_done_q == {DONE_DELAY_WIDTH{1'b1}};
  always_comb begin
    s_div_done_d = s_div_done_q;
    if (div_hdshk) begin
      s_div_done_d = '0;
    end else if (clk_sec_trg_o && s_div_done_q < {DONE_DELAY_WIDTH{1'b1}}) begin
      s_div_done_d = s_div_done_q + 1'b1;
    end
  end
  dffr #(DONE_DELAY_WIDTH) u_ready_dffr (
      clk_i,
      rst_n_i,
      s_div_done_d,
      s_div_done_q
  );
endmodule
module clk_int_even_div #(
    parameter int DIV_VALUE             = 2,
    parameter bit ENABLE_CLOCK_IN_RESET = 1'b0
) (
    input  logic clk_i,
    input  logic rst_n_i,
    input  logic en_i,
    input  logic div_i,
    input  logic div_valid_i,
    output logic div_done_o,
    output logic clk_o
);
endmodule
module dff #(
    parameter int DATA_WIDTH = 1
) (
    input  logic                  clk_i,
    input  logic [DATA_WIDTH-1:0] dat_i,
    output logic [DATA_WIDTH-1:0] dat_o
);
  always_ff @(posedge clk_i) begin
    dat_o <= #0.0 dat_i;
  end
endmodule
module dffr #(
    parameter int DATA_WIDTH = 1
) (
    input  logic                  clk_i,
    input  logic                  rst_n_i,
    input  logic [DATA_WIDTH-1:0] dat_i,
    output logic [DATA_WIDTH-1:0] dat_o
);
  always_ff @(posedge clk_i, negedge rst_n_i) begin
    if (~rst_n_i) begin
      dat_o <= '0;
    end else begin
      dat_o <= #0.0 dat_i;
    end
  end
endmodule
module ndffr #(
    parameter int DATA_WIDTH = 1
) (
    input  logic                  clk_i,
    input  logic                  rst_n_i,
    input  logic [DATA_WIDTH-1:0] dat_i,
    output logic [DATA_WIDTH-1:0] dat_o
);
  always_ff @(negedge clk_i, negedge rst_n_i) begin
    if (~rst_n_i) begin
      dat_o <= '0;
    end else begin
      dat_o <= #0.0 dat_i;
    end
  end
endmodule
module dffrh #(
    parameter int DATA_WIDTH = 1
) (
    input  logic                  clk_i,
    input  logic                  rst_n_i,
    input  logic [DATA_WIDTH-1:0] dat_i,
    output logic [DATA_WIDTH-1:0] dat_o
);
  always_ff @(posedge clk_i, negedge rst_n_i) begin
    if (~rst_n_i) begin
      dat_o <= '1;
    end else begin
      dat_o <= #0.0 dat_i;
    end
  end
endmodule
module dffrc #(
    parameter int                    DATA_WIDTH = 1,
    parameter logic [DATA_WIDTH-1:0] RESET_VAL  = '0
) (
    input  logic                  clk_i,
    input  logic                  rst_n_i,
    input  logic [DATA_WIDTH-1:0] dat_i,
    output logic [DATA_WIDTH-1:0] dat_o
);
  always_ff @(posedge clk_i, negedge rst_n_i) begin
    if (~rst_n_i) begin
      dat_o <= RESET_VAL;
    end else begin
      dat_o <= #0.0 dat_i;
    end
  end
endmodule
module dffsr #(
    parameter int DATA_WIDTH = 1
) (
    input  logic                  clk_i,
    input  logic                  rst_n_i,
    input  logic [DATA_WIDTH-1:0] dat_i,
    output logic [DATA_WIDTH-1:0] dat_o
);
  always_ff @(posedge clk_i) begin
    if (~rst_n_i) begin
      dat_o <= '0;
    end else begin
      dat_o <= #0.0 dat_i;
    end
  end
endmodule
module dffl #(
    parameter int DATA_WIDTH = 1
) (
    input  logic                  clk_i,
    input  logic                  en_i,
    input  logic [DATA_WIDTH-1:0] dat_i,
    output logic [DATA_WIDTH-1:0] dat_o
);
  always_ff @(posedge clk_i) begin
    if (en_i) begin
      dat_o <= #0.0 dat_i;
    end
  end
  xchecker #(
      .DATA_WIDTH(1)
  ) u_xchecker (
      clk_i,
      en_i
  );
endmodule
module dffer #(
    parameter int DATA_WIDTH = 1
) (
    input  logic                  clk_i,
    input  logic                  rst_n_i,
    input  logic                  en_i,
    input  logic [DATA_WIDTH-1:0] dat_i,
    output logic [DATA_WIDTH-1:0] dat_o
);
  always_ff @(posedge clk_i, negedge rst_n_i) begin
    if (~rst_n_i) begin
      dat_o <= '0;
    end else if (en_i) begin
      dat_o <= #0.0 dat_i;
    end
  end
  xchecker #(
      .DATA_WIDTH(1)
  ) u_xchecker (
      clk_i,
      en_i
  );
endmodule
module dfferh #(
    parameter int DATA_WIDTH = 1
) (
    input  logic                  clk_i,
    input  logic                  rst_n_i,
    input  logic                  en_i,
    input  logic [DATA_WIDTH-1:0] dat_i,
    output logic [DATA_WIDTH-1:0] dat_o
);
  always_ff @(posedge clk_i, negedge rst_n_i) begin
    if (~rst_n_i) begin
      dat_o <= '1;
    end else if (en_i) begin
      dat_o <= #0.0 dat_i;
    end
  end
  xchecker #(
      .DATA_WIDTH(1)
  ) u_xchecker (
      clk_i,
      en_i
  );
endmodule
module dfferc #(
    parameter int                    DATA_WIDTH = 1,
    parameter logic [DATA_WIDTH-1:0] RESET_VAL  = '0
) (
    input  logic                  clk_i,
    input  logic                  rst_n_i,
    input  logic                  en_i,
    input  logic [DATA_WIDTH-1:0] dat_i,
    output logic [DATA_WIDTH-1:0] dat_o
);
  always_ff @(posedge clk_i, negedge rst_n_i) begin
    if (~rst_n_i) begin
      dat_o <= RESET_VAL;
    end else if (en_i) begin
      dat_o <= #0.0 dat_i;
    end
  end
  xchecker #(
      .DATA_WIDTH(1)
  ) u_xchecker (
      clk_i,
      en_i
  );
endmodule
module dffesr #(
    parameter int DATA_WIDTH = 1
) (
    input  logic                  clk_i,
    input  logic                  rst_n_i,
    input  logic                  en_i,
    input  logic [DATA_WIDTH-1:0] dat_i,
    output logic [DATA_WIDTH-1:0] dat_o
);
  always_ff @(posedge clk_i) begin
    if (~rst_n_i) begin
      dat_o <= '0;
    end else if (en_i) begin
      dat_o <= #0.0 dat_i;
    end
  end
  xchecker #(
      .DATA_WIDTH(1)
  ) u_xchecker (
      clk_i,
      en_i
  );
endmodule

==> summary.txt <==
The implementation run finished. The synthesis log from Yosys contains 4 warnings. STA reports the tightest min-delay check as being of type reg -> reg. In the final layout, the share of cells above drive strength 1 is 5.26%. The share of total power dissipated in combinational logic is 15.8%.

The placement report lists the number of port buffers as 71. First-pass iteration count of the detailed router landed at 4. TritonCTS built the clock tree. Compared with the post-synthesis result, the final layout area differs by 29.0%.

Sequential elements use 26.4% of the synthesized area. Post-CTS repair ended up resizing 0 cells. Slack of the worst reg-to-reg path landed at 7.68 ns. The report puts the hold buffer count at CTS at 0. For this block, the via count after detailed routing is 3236. The final layout report lists a filler cell count of 1057. IR analysis of the VDD net gives a maximum drop of 0.0690 mV. In this run the critical register-to-register path is captured at u_cnt_dffr.dat_o[6]$_DFF_PN0_. Clock latency on the worst-skew pair, taken at its later pin, is 0.40 ns. Die boundary width landed at 109 um. After detailed routing, the number of vias per cell comes to 5.26.

The worst setup path is captured at an output port. Core occupancy in the finished layout landed at 40.1%. Dividing the detail-routed wire length by the instance count gives 17.3 um.

Across the run, the number of max-cap violations was 0. The synthesized netlist has a Yosys-reported chip area of 0.00342 mm2. Number of enable flip-flop cells landed at 0. 0 antenna diodes ended up in the layout. Following the worst setup path forward leads to its endpoint at clk_o.

Placer congestion estimate landed at 0.941. TritonRoute reported its final design rule violation total as 0. Core outline area landed at 0.0110 mm2. Number of warnings in the stage logs landed at 27. Initial standard-cell utilization of the core landed at 31.1%.

Leakage power landed at 1.71 nW. Number of primary I/O pins landed at 73. Number of routed nets with antenna violations landed at 0. HPWL after detailed placement landed at 8250 um.

In this run, the number of DRC markers left after iteration 0 of detailed routing was 211. Headroom to the max-slew limit came out at 53.1%. Number of synthesized register bits landed at 36.

The mapped netlist covers 0.00342 mm2. The last timing report of the flow puts the setup violation total at 0. The final layout contains routed wiring with a total length of 10700 um. Number of standard cells after synthesis landed at 426. In this run the power density over the cells is 102 mW/mm2. Internal power comes to 0.000338 W. Fraction of synthesis flops using an asynchronous set or reset pin landed at 100%. Final hold violation count landed at 0. Depth of the worst register-to-register path landed at 7. Global-route usage over all layers landed at 19.1%. The switching component of the power was reported as 0.000113 W. Final clock skew landed at 0.00735 ns. According to the floorplan report, the total die area is 0.0118 mm2.

sky130_fd_sc_hd__dfrtp_1 takes more of the synthesized area than any other cell. Floorplan row count landed at 38. Count of distinct cell types in the synthesized netlist landed at 56. Die extent in y landed at 109 um. Data arrives at the worst endpoint at 6.05 ns. Overflow left after global routing landed at 0. First-pass GRT wire length landed at 16800 um. The clock network is responsible for 52.0% of the overall power. Along the worst path, the maximum fanout reaches 2. The library cells used most frequently in the layout, excluding fill and tap cells, are sky130_fd_sc_hd__clkdlybuf4s50_1 (71), sky130_fd_sc_hd__xor2_1 (67), sky130_fd_sc_hd__nor2_1 (55). Data required time of the worst path landed at 8.24 ns. Total negative setup slack landed at 0 ns. The worst setup path is launched from a clock port. The final timing report lists a max-slew violation count of 0. For the pin with the worst max-slew slack, the measured transition is 0.697 ns.

The critical path in this run is classified as clk -> out. Per the cell usage report, the commonest logic cell in the layout is sky130_fd_sc_hd__clkdlybuf4s50_1. Initial antenna violation count landed at 0. For reference, the top cells by area after synthesis are sky130_fd_sc_hd__dfrtp_1 (26%), sky130_fd_sc_hd__xor2_1 (17%), sky130_fd_sc_hd__xnor2_1 (7.9%). Count of instantiated cells in the yosys netlist landed at 426. For the worst reg-to-reg path, the startpoint reported by OpenROAD is u_cnt_dffr.dat_o[4]$_DFF_PN0_. Largest net degree at the start of global routing landed at 37. Dividing the synthesized area by the synthesized cell count gives 8.02 um2. Number of global-route vias before repair landed at 3079. Post-CTS setup buffer count landed at 0. The launch point of the critical path was reported as clk_i.

On the reported timing paths, the clock transition at the registers reads 0.06 ns. The commonest register cell is sky130_fd_sc_hd__dfrtp_1. The switching portion of total power comes to 25.1%. The area fraction of the largest cell type after synthesis is 26.4%. The run finished with clean final reports.

Setup repair after global routing left no endpoint under its margin. Per report_power, the sequential group accounts for 32.2% of the total.
-- power by group through the flow --
stage / combinational [W] / clock, W / sequential (W)
6_report: 0.0000712 / 0.000235 / 0.000145
5_1_grt: 0.0000780 / 0.000245 / 0.000146
4_1_cts: 0.0000711 / 0.000240 / 0.000145
-- through the flow --
step	setup WS, ns	hold slack [ns]	cell area [um2]	power [W]	std cells
4_1_cts	2.17	0.572	4410	0.000456	615
6_report	2.19	0.563	4410	0.000451	615
3_5_place_dp	2.46	0.559	4170	0.000220	604
5_1_grt	2.12	0.621	4410	0.000469	615
3_3_place_gp	2.47	0.541	4170	0.000220	604
2_1_floorplan	2.87	0.501	3420	0.000185	426
-- critical path, stage by stage --
cell and delay (ns):
sky130_fd_sc_hd__clkbuf_16 0.12, sky130_fd_sc_hd__clkbuf_16 0.13, sky130_fd_sc_hd__mux2_2 0.25, sky130_fd_sc_hd__clkdlybuf4s50_1 0.41
-- sequential cells by signal (all words and copies together), names as in the netlist --
register	cells
u_cnt_dffr.dat_o	32
u_clk_dffr.dat_o	1
u_ready_dffr.dat_o	3
-- final cells by class --
type / instances / area (um2) / share of cell area (%)
multi-input combinational: 347 / 2330 / 53.0
sequential: 36 / 901 / 20.4
timing repair buffer: 72 / 716 / 16.2
clock buffer: 9 / 210 / 4.77
tap: 140 / 175 / 3.97
clock inverter: 3 / 42.5 / 0.965
inverter: 8 / 30.0 / 0.681
-- Yosys cell counts, types with 5 or more instances --
cell type	instances
sky130_fd_sc_hd__inv_1	8
sky130_fd_sc_hd__nand2_1	24
sky130_fd_sc_hd__o21ai_0	11
sky130_fd_sc_hd__or4_1	5
sky130_fd_sc_hd__nor3b_1	5
sky130_fd_sc_hd__dfrtp_1	36
sky130_fd_sc_hd__nand3_1	17
sky130_fd_sc_hd__a21oi_1	5
sky130_fd_sc_hd__nor2_1	55
sky130_fd_sc_hd__nand4_1	13
sky130_fd_sc_hd__and3_1	6
sky130_fd_sc_hd__or3_1	11
sky130_fd_sc_hd__nand4b_1	5
sky130_fd_sc_hd__and4_1	5
sky130_fd_sc_hd__xor2_1	67
sky130_fd_sc_hd__xnor2_1	31
sky130_fd_sc_hd__nor3_1	15
sky130_fd_sc_hd__nor4_1	15
sky130_fd_sc_hd__clkbuf_1	30
-- kinds of logic (layout without fill, tap and decap cells) --
kind of cell / Yosys count / count (layout) / share of synthesized area, %
adder cells (fa/ha/maj): 4 / 4 / 1.46
other: 1 / 1 / 0.110
XOR/XNOR: 98 / 98 / 25.1
AND/OR/NAND/NOR: 194 / 194 / 30.8
multiplexers: 6 / 6 / 1.83
flip-flops: 36 / 36 / 26.4
AND-OR/OR-AND: 44 / 44 / 8.97
buffers and inverters: 43 / 92 / 5.34
-- worst min-delay path by stage --
stage	cells after the start	start	endpoint
CTS	2	u_ready_dffr.dat_o[1]$_DFFE_PN0P_	u_ready_dffr.dat_o[1]$_DFFE_PN0P_
global route	2	u_ready_dffr.dat_o[1]$_DFFE_PN0P_	u_ready_dffr.dat_o[1]$_DFFE_PN0P_
finish	2	u_ready_dffr.dat_o[1]$_DFFE_PN0P_	u_ready_dffr.dat_o[1]$_DFFE_PN0P_
-- per-layer routing --
layer	GRT usage [%]	up-vias	wire length (um)
met5	0	-	0
met4	4.54	0	271
met3	3.53	14	494
met2	28.8	85	4800
met1	28.8	1549	5100
li1	-	1588	-
Power and IR drop assume default switching activity.
